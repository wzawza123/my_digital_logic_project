**flow/run.sh**
```bash
#!/bin/bash
# OpenROAD 26Q1-2900-gdf79404cd8, Yosys 0.63+post, stock flow scripts
make -C /OpenROAD-flow-scripts/flow DESIGN_CONFIG=/design/flow/config.mk WORK_HOME=/design/flow/orfs finish
```
**flow/config.mk**
```make
export PLATFORM = sky130hd
export DESIGN_NAME = top
export DESIGN_NICKNAME = top
export VERILOG_FILES = /design/flow/design.v
export SDC_FILE = /design/flow/constraint.sdc
export NUM_CORES = 4
export LEC_CHECK = 1
export CORE_UTILIZATION = 30
```
**flow/constraint.sdc**
```tcl
current_design top

set clk_period 3.0
set clk_io_pct 0.2

create_clock -name clk0 -period $clk_period [get_ports {i_clk}]
create_clock -name clk1 -period $clk_period [get_ports {i_ps2_sclk}]

set non_clock_inputs [all_inputs -no_clocks]
set_input_delay [expr $clk_period * $clk_io_pct] -clock clk0 $non_clock_inputs
set_output_delay [expr $clk_period * $clk_io_pct] -clock clk0 [all_outputs]
```
**flow/design.v**
```verilog
module time_divider 
#(
    parameter ratio=2
)
(
    input i_clk,
    input rst_n,
    output reg o_clk=0
);
    reg [31:0]count;
    integer lim=ratio/2;
    always @(posedge i_clk or negedge rst_n) begin
        if(!rst_n) begin
            count<=32'b0;
        end
        else begin
            if(count<lim)begin
                count<=count+1;
            end
            else begin
                count<=32'b0;
                o_clk<=~o_clk;
            end
        end
    end
endmodule
module data_controller (
    input i_clk,
    input i_rst_n,
    input [9:0]i_keyboard_status,
    output reg [12:0]servo0,
    output reg [12:0]servo1,
    output reg [12:0]servo2,
    output reg [12:0]servo3,
    output replaying,
    output reg [4:0]tot_state,
    output reg [4:0]current_state
);
    localparam state_update=0;
    localparam state_replay=1;
    localparam servo_default=150;
    localparam servo_step=10;
    localparam servo_upper_limit=250;
    localparam servo_lower_limit=50;
    localparam kb_w=0;
    localparam kb_s=1;
    localparam kb_a=2;
    localparam kb_d=3;
    localparam kb_i=4;
    localparam kb_k=5;
    localparam kb_j=6;
    localparam kb_l=7;
    localparam kb_space=8;
    localparam kb_enter=9;
    wire controller_clk;  
    reg [4:0] controller_state;
    time_divider #(10000000)
    time_generator
    (
        .i_clk(i_clk),
        .rst_n(i_rst_n),
        .o_clk(controller_clk)
    );
    always @(posedge controller_clk or negedge i_rst_n) begin
        if(!i_rst_n) begin
            servo0<=servo_default;
            servo1<=servo_default;
            servo2<=servo_default;
            servo3<=servo_default;
            tot_state<=0;
            current_state<=0;
            controller_state<=state_update;
        end
        else begin
            if(i_keyboard_status[kb_w]) begin
                servo0=servo0+servo_step;
                if(servo0>servo_upper_limit) begin
                    servo0=servo_upper_limit;
                end
            end
            if(i_keyboard_status[kb_s]) begin
                servo0=servo0-servo_step;
                if(servo0<servo_lower_limit) begin
                    servo0=servo_lower_limit;
                end
            end
        end
    end
endmodule
module kb_controller_advanced (
    input i_rst_n,  
    input i_data,  
    input i_sclk,  
    output reg [9:0]o_keyboard_status=10'b0  
);
    wire done;
    wire [7:0]data_out;
    reg release_flag=0;
    localparam kb_code_W=8'h1D;
    localparam kb_code_S=8'h1B;
    localparam kb_code_A=8'h1C;
    localparam kb_code_D=8'h23;
    localparam kb_code_I=8'h43;
    localparam kb_code_K=8'h42;
    localparam kb_code_J=8'h3B;
    localparam kb_code_L=8'h4B;
    localparam kb_code_SPACE=8'h29;
    localparam kb_code_ENTER=8'h5A;
    localparam kb_code_BREAK=8'hF0;
    kb_driver kbdriver
    (
        .i_rst_n(i_rst_n),
        .i_data(i_data),
        .i_sclk(i_sclk),
        .o_done(done),
        .o_frame_data(data_out)
    );
    always @(posedge done or negedge i_rst_n) begin
        if(!i_rst_n) begin
            o_keyboard_status<=10'b0;
            release_flag<=0;
        end
        else begin
            if(!release_flag) begin
                case (data_out)
                    kb_code_W:begin
                        o_keyboard_status[0]=~o_keyboard_status[0];
                    end
                    kb_code_S:begin
                        o_keyboard_status[1]=~o_keyboard_status[1];
                    end
                    kb_code_A:begin
                        o_keyboard_status[2]=~o_keyboard_status[2];
                    end
                    kb_code_D:begin
                        o_keyboard_status[3]=~o_keyboard_status[3];
                    end
                    kb_code_I:begin
                        o_keyboard_status[4]=~o_keyboard_status[4];
                    end
                    kb_code_K:begin
                        o_keyboard_status[5]=~o_keyboard_status[5];
                    end
                    kb_code_J:begin
                        o_keyboard_status[6]=~o_keyboard_status[6];
                    end
                    kb_code_L:begin
                        o_keyboard_status[7]=~o_keyboard_status[7];
                    end
                    kb_code_SPACE:begin
                        o_keyboard_status[8]=~o_keyboard_status[8];
                    end
                    kb_code_ENTER:begin
                        o_keyboard_status[9]=~o_keyboard_status[9];
                    end
                    kb_code_BREAK:begin
                        release_flag<=1;
                    end
                    default: ;
                endcase
            end
            else begin
                release_flag<=0;
                o_keyboard_status<=10'b0;
            end
        end
    end
endmodule
module kb_driver
(
    input i_rst_n,  
    input i_data,  
    input i_sclk,  
    output o_done, 
    output reg [7:0]o_frame_data  
);
    reg [3:0] read_cnt;  
    assign o_done=(read_cnt>=4'd9)?4'b1:4'b0;
    always @(negedge i_sclk or negedge i_rst_n) begin
        if(!i_rst_n) begin
            read_cnt <= 4'b0;
            o_frame_data <= 8'b0;
        end
        else begin
            if(read_cnt==4'b0)begin
                if(i_data==0) begin
                    read_cnt<=read_cnt+4'b1;
                end
            end
            else if(read_cnt>=4'b1&&read_cnt<=4'd8)begin
                o_frame_data[read_cnt-4'b1]=i_data;
                read_cnt<=read_cnt+4'b1;
            end
            else begin
                read_cnt<=4'b0;
            end
        end
    end
endmodule
module top(
    input i_rst_n,
    input i_clk,
    output [12:0]o_data,
    input i_ps2_data,  
    input i_ps2_sclk,  
    output o_servo0,
	output			vga_adv_clk, 
	output			vga_blank_n, 
	output			vga_sync_n,
	output			vga_hs,    
	output			vga_vs,    
	output	[11:0]	vga_rgb
);
    wire	clk_vga;
    wire	sys_rst_n;
    assign	vga_adv_clk	=	~clk_vga;
    assign	vga_blank_n = 	1'b1;		
    assign	vga_sync_n 	= 	1'b0;
    parameter	DUTY_CYCLE		=	50;
    parameter	DIVIDE_DATA		=	2;
    parameter	MULTIPLY_DATA	=	1;
    parameter	H_DISP	=	11'd640;
    parameter	H_FRONT	=	11'd16; 
    parameter	H_SYNC 	=	11'd96;  
    parameter	H_BACK 	=	11'd48;   
    parameter	H_TOTAL	=	11'd800; 	
    parameter	V_DISP 	=	10'd480;  					
    parameter	V_FRONT	=	10'd10;  
    parameter	V_SYNC 	=	10'd2;   
    parameter	V_BACK 	=	10'd33;   
    parameter	V_TOTAL	=	10'd525;
    wire [9:0]kb_state;
    wire [12:0] servo0;
    wire [12:0] servo1;
    wire [12:0] servo2;
    wire [12:0] servo3;
    wire replaying;
    wire [4:0] tot_state;
    wire [4:0] current_state;
    wire	[9:0]	vga_xpos;
    wire	[9:0]	vga_ypos;
    wire	[11:0]	vga_data;
    kb_controller_advanced kb_controller_inst
    (
        .i_rst_n(i_rst_n),
        .i_data(i_ps2_data),
        .i_sclk(i_ps2_sclk),
        .o_keyboard_status(kb_state)
    );
    data_controller data_ctr_ist
    (
        .i_clk(i_clk),
        .i_rst_n(i_rst_n),
        .i_keyboard_status(kb_state),
        .servo0(o_data),
        .servo1(servo1),
        .servo2(servo2),
        .servo3(servo3),
        .replaying(replaying),
        .tot_state(tot_state),
        .current_state(current_state)
    );
    pwm_driver servo_driver0
    (
        .i_clk(i_clk),
        .i_rst_n(i_rst_n),
        .data(o_data),
        .o_signal(o_servo0)
    );
    vga_display 
    #(
        .H_DISP 	(H_DISP),
        .V_DISP 	(V_DISP) 
    )
    vga_display_inst
    (
        .clk		(clk_vga), 
        .rst_n		(i_rst_n), 
        .vga_xpos	(vga_xpos), 
        .vga_ypos	(vga_ypos),
        .vga_data	(vga_data),
        .i_servo_0  (o_data)
    );
    div div_inst(.clk(i_clk),.rst(~i_rst_n),.clk_out(clk_vga));
    vga_driver
    #
    (
        .H_DISP 	(H_DISP), 	
        .H_FRONT	(H_FRONT),	
        .H_SYNC 	(H_SYNC), 	
        .H_BACK 	(H_BACK), 	
        .H_TOTAL	(H_TOTAL),	
        .V_DISP 	(V_DISP), 					
        .V_FRONT	(V_FRONT),	 
        .V_SYNC 	(V_SYNC), 	
        .V_BACK 	(V_BACK), 	
        .V_TOTAL	(V_TOTAL)
    )
    vga_driver_inst
    (  	
        .clk_vga	(clk_vga),	
        .rst_n		(i_rst_n),     
        .vga_data	(vga_data),
        .vga_rgb	(vga_rgb),	
        .vga_hs		(vga_hs),	
        .vga_vs		(vga_vs),	
        .vga_xpos	(vga_xpos),	
        .vga_ypos	(vga_ypos)
    );
endmodule
module vga_display
#(
	parameter	H_DISP 	=	10'd640,
	parameter	V_DISP 	=	10'd480 
)
(
	input				clk, 
	input   			rst_n, 
	input		[9:0]	vga_xpos, 
	input 		[9:0] 	vga_ypos,
	output 	reg	[11:0] 	vga_data,
	input [12:0]i_servo_0
);
localparam RED     	=	12'hF00;   
localparam GREEN     = 	12'h0F0;   
localparam BLUE      = 	12'h00F;  
localparam WHITE     = 	12'hFFF;  
localparam BLACK     = 	12'h000;  
localparam YELLOW    = 	12'h0FF;  
localparam CYAN      = 	12'haaa;  
localparam ROYAL     = 	12'hFF0;  
localparam block_x_bias=50;
localparam block_x_ratio=3;
localparam block_y_0 = 100;
localparam block_size = 20;
	wire [12:0]trs_block_x_0;  
	assign trs_block_x_0=i_servo_0;
	always@(posedge clk or negedge rst_n)
	begin
		if(!rst_n)
			vga_data <= 12'h0;
		else
			begin
			if	(vga_xpos >= trs_block_x_0 && vga_xpos<=trs_block_x_0+block_size && vga_ypos>=block_y_0 && vga_ypos<=block_y_0+block_size) begin
				vga_data<=RED;
			end
			else 
				vga_data <= BLACK;
			end
	end
endmodule
module vga_driver
#(
	parameter	H_DISP 	=	11'd1024, 
	parameter	H_FRONT	=	11'd24,	 
	parameter	H_SYNC 	=	11'd136,  
	parameter	H_BACK 	=	11'd160,   
	parameter	H_TOTAL	=	11'd1344, 
	parameter	V_DISP 	=	10'd768,  					
	parameter	V_FRONT	=	10'd3,   
	parameter	V_SYNC 	=	10'd6,    
	parameter	V_BACK 	=	10'd29,   
	parameter	V_TOTAL	=	10'd806  
)
(  	
	input			clk_vga,	 
	input			rst_n,     	 
	input	[11:0]	vga_data,
	output	[11:0]	vga_rgb,	 
	output	reg		vga_hs,		 
	output	reg		vga_vs,		 
	output	[9:0]	vga_xpos,	 
	output	[9:0]	vga_ypos	 
);	
reg [10:0] hcnt; 
always @ (posedge clk_vga or negedge rst_n)
begin
	if (!rst_n) begin
		hcnt <= 0;
	end
	else
		begin
        if (hcnt < H_TOTAL-1'b1)			
            hcnt <= hcnt + 1'b1;
        else
            hcnt <= 0;
		end
end 
always@(posedge clk_vga or negedge rst_n)
begin
	if(!rst_n)
		vga_hs <= 1;
	else
		begin
        if( (hcnt >= H_DISP+H_FRONT-1'b1) && (hcnt < H_DISP+H_FRONT+H_SYNC-1'b1) )
            vga_hs <= 0;       
        else
            vga_hs <= 1;
		end
end
reg [9:0] vcnt;
always @ (posedge clk_vga or negedge rst_n)
begin
	if (!rst_n) begin
		vcnt <= 0;
	end
	else
		begin
		if(hcnt == H_DISP-1)
			begin
			if (vcnt < V_TOTAL-1'b1)			
				vcnt <= vcnt+1'b1;
			else
				vcnt <= 0;   
			end 
		else
			vcnt <= vcnt;
		end
end
always @ (posedge clk_vga or negedge rst_n) 
begin
	if(!rst_n)
		vga_vs <= 1;
	else
		begin
		if( (vcnt >= V_DISP+V_FRONT-1'b1) && (vcnt < V_DISP+V_FRONT+V_SYNC-1'b1) )
            vga_vs <= 0;        
        else
            vga_vs <= 1;		
		end
end
assign	vga_xpos = (hcnt < H_DISP) ? hcnt[9:0]+1'b1 : 10'd0;
assign	vga_ypos = (vcnt < V_DISP) ? vcnt[9:0]+1'b1 : 10'd0;
assign	vga_rgb 	= 	((hcnt < H_DISP) && (vcnt < V_DISP)) ? vga_data : 12'd0;
endmodule
module div(
    input clk,
    input rst,
    output reg clk_out
    );
    reg [31:0] cnt;
always @(posedge clk or posedge rst) 
    if(rst)
        cnt <= 0;
    else
        cnt <= cnt + 32'd1073741824;   
always @(posedge clk or posedge rst)
    if(rst)
        clk_out <= 1'b0;
    else if(cnt < 32'h7FFF_FFFF)
        clk_out <= 1'b0;
    else
        clk_out <= 1'b1;
endmodule
module pwm_driver
(
    input i_clk,
    input i_rst_n,
    input [12:0]data,  
    output o_signal
);
    wire gen_clk;
    reg [12:0]counter;
    time_divider 
    #(1000) div_inst
    (
        .i_clk(i_clk),
        .rst_n(i_rst_n),
        .o_clk(gen_clk)
    );
    assign o_signal=(counter>=0&&counter<=data)?1:0;
    always @(posedge gen_clk or negedge i_rst_n) begin
        if(!i_rst_n) begin
            counter=0;
        end
        else begin
            if(counter==2000) begin
                counter=0;
            end
            else begin
                counter=counter+1;
            end
        end
    end
endmodule
```
==> run summary <==
run results: worst vdd ir 256 uV, element type at the critical path end register, TNS Setup 0 ps, DRC viols 0, Fin. Hold Viols 0, first-pass iteration count of the detailed router 5, Post-synth EDFFs 2, Synth Instances 829, crit path kind reg -> reg, register pins left without a clock 53, Synth area leaders dfrtp_1 37%, ha_1 8.5%, nor2_1 5.6%, xnor2_1 4.4%, dfrtn_1 3.9%, Post-CTS Repair Setup Buffers 0, Max-Cap Viols 0, gr ovfl total 0, Synth Register Bits 134, die width 163 um, pin count of the biggest net entering global routing 57, cell taking the most area after synthesis dfrtp_1, endpoints left unconstrained 72, final setup violation count 0, Chip Area, Yosys 7770 um^2, worst r2r src kb_controller_inst.kbdriver.read_cnt[1], critical-path maximum fanout 7, post-route ant nets 0, 1st-iter DRT viols 267, Bufs and invs on worst path 3, Worst R2R Path Depth 11, initial antenna violation count 0, PD cells 382 nW/um^2, DR vias/cell 4.78, critical path launch point type register, Yosys Instances 829, total of warnings raised by yosys 9, num rows 58, asr flop ratio synth 0.985, synthesized area 7770 um^2, layout cell share with drive strength beyond 1 0.0648, Max-slew headroom 0.410, Routed Wire Length 15.2 mm, Critical Path AT 4330 ps, top area contributor share 0.367, dpl hpwl 11.3 mm, slowest cell delay on critical path 480 ps, WL/cell 12.6 um, core area 25300 um^2, gr usage total 0.125, P&R area growth vs syn 12.9%, gpl congestion 0.863, Port Buffers 23, fin. max-slew vios 0, Die Ht 163 um, Leakage 3.76 nW, flop2flop setup slack 280 ps, register share after synthesis 0.434, diode count 0, final instance area 8770 um^2, top cell family by delay on the critical path simple AND/OR/NAND/NOR gates, I/O pin total 35, slew at the pin closest to its max-slew limit 881 ps, Syn Area/Cell 9.37 um^2, status finished, final reports clean, Yosys cell types 75, clk_skew 7.71 ps, via count 5773, vias in the first global route 5426, Dominant flop cell dfrtp_1, Critical R2R Capture kb_controller_inst.kbdriver.o_frame_data[4], Core Density at Floorplan 0.307, CTS tree built, first-pass GRT wire length 26.6 mm, Critical-path top delay cell dfrtn_1, RSZ-0062 raised after global routing false, Hold Crit Class in -> async, critical path cell sequence inv_1 -> ha_1 -> buf_4 -> a21oi_1 -> a21oi_1 -> nor3_1 -> a21o_1 -> and2_0 -> inv_1 -> or3_1 -> mux2_2, placed instance area 8410 um^2, worst endpoint required time 4610 ps, CTS clk-pin slew, worst paths 50 ps, Die Area 26500 um^2, Log Warnings 39
## how the worst max path moves through the flow
| stage | slack (ps) | end | depth (start not counted) | start |
|---|---|---|---|---|
| finish | 280 | kb_controller_inst.kbdriver.o_frame_data[4] | 11 | kb_controller_inst.kbdriver.read_cnt[1] |
| global route | 7 | kb_controller_inst.kbdriver.o_frame_data[4] | 11 | kb_controller_inst.kbdriver.read_cnt[1] |
| CTS | 30 | kb_controller_inst.kbdriver.read_cnt[1] | 5 | i_ps2_data |
## layer usage
metal  GRT usage  wire length, um
met5           0                0
met4      0.0102               51
met3      0.0164              498
met2       0.190             6750
met1       0.200             7920
## synthesized netlist by cell type (5+ instances only)
cell and instances:
a21o_1 8, a21oi_1 24, a22o_1 5, a31o_2 5
a31oi_1 7, and2_1 6, and3_1 12, and4_1 6
buf_4 15, clkbuf_1 21, dfrtn_1 12, dfrtp_1 114
dfstp_2 6, ha_1 53, inv_1 41, mux2i_1 5
nand2_1 70, nand2b_1 7, nand3_1 35, nand3b_1 5
nand4_1 15, nor2_1 116, nor3_1 18, nor4_1 13
nor4b_1 5, o2111ai_1 5, o211ai_1 7, o21a_1 11
o21ai_0 37, xnor2_1 39, xor2_1 28
## through the flow
stage / setup WS, ps / utilization / total power [W] / std cells / hold WS, ps
after floorplan: 71.2 / - / 0.00196 / 870 / 304
after global placement: -246 / 0.332 / 0.00216 / 1190 / 380
after detailed placement: -274 / 0.332 / 0.00217 / 1190 / 384
after CTS: 32.3 / 0.346 / 0.00339 / 1209 / 205
after global routing: 6.75 / 0.346 / 0.00359 / 1209 / 224
final: 280 / 0.346 / 0.00335 / 1209 / 199
## layout by cell type (no fill, tap or decap), types with 6 or more instances in the layout
cell type and instances:
nor2_1 116, o211ai_1 7, inv_1 40, a21o_1 8, clkdlybuf4s50_1 21, nand2b_1 7
nand3_1 35, a31oi_1 7, o21a_1 11, nor4_1 12, xnor2_1 39, dfrtp_1 114
clkbuf_16 12, and4_1 6, and2_1 6, a21oi_1 24, conb_1 43, nand2_1 70
ha_1 53, buf_4 9, nor3_1 18, dfstp_2 6, nand4_1 15, and3_1 12
xor2_1 28, o21ai_0 37, dfrtn_1 12
## worst register-to-register path: stages (launching register included)
cell,delay [ps]
dfrtn_1,480
inv_1,150
ha_1,310
buf_4,170
a21oi_1,120
a21oi_1,50
nor3_1,140
a21o_1,130
and2_0,300
inv_1,110
or3_1,330
mux2_2,270
## cells by family after synthesis
kind of cell / count (synthesis) / share of synthesized area
DFF: 134 / 0.434
and+or+nand+nor: 333 / 0.210
buffers and inverters: 84 / 0.0494
adders and majority gates: 53 / 0.0853
other: 2 / 0.000967
muxes: 7 / 0.00934
xor gates and xnor gates: 67 / 0.0755
AOI/OAI and AO/OA: 149 / 0.136
## sequential cells by signal, summed over array words and instances, names as in the netlist, 4 cells and up
name,cells
data_ctr_ist.servo0,13
servo_driver0.counter,13
kb_controller_inst.kbdriver.o_frame_data,8
kb_controller_inst.kbdriver.read_cnt,4
data_ctr_ist.time_generator.count,32
vga_driver_inst.vcnt,10
servo_driver0.div_inst.count,32
vga_driver_inst.hcnt,11
## where the power goes
part | total (W) | internal (W) | switching, W
registers | 0.00136 | 0.00124 | 0.000120
logic | 0.000794 | 0.000331 | 0.000463
clock network | 0.00119 | 0.000741 | 0.000451
total | 0.00335 | 0.00231 | 0.00103
## timing repair
| action | CTS | global route |
|---|---|---|
| setup endpoints to repair | 1 | 4 |
| resized | 1 | 2 |
| hold buffers | 0 | 0 |
## layout make-up
| class | instances | area (um^2) |
|---|---|---|
| fill | 2503 | 16600 |
| multi-input combinational | 652 | 4180 |
| clock inverter | 7 | 53.8 |
| inverter | 42 | 158 |
| sequential | 134 | 3370 |
| timing repair buffer | 32 | 302 |
| tap | 330 | 413 |
| clock buffer | 12 | 300 |
Power and IR drop assume default switching activity.
