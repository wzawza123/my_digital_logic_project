$ cat flow/run.sh
#!/bin/bash
# OpenROAD 26Q1-2900-gdf79404cd8, Yosys 0.63+post, stock flow scripts
make -C /OpenROAD-flow-scripts/flow DESIGN_CONFIG=/design/flow/config.mk WORK_HOME=/design/flow/orfs finish
$ cat flow/config.mk
export PLATFORM = sky130hd
export DESIGN_NAME = automaton
export DESIGN_NICKNAME = automaton
export VERILOG_FILES = /design/flow/design.v
export SDC_FILE = /design/flow/constraint.sdc
export NUM_CORES = 4
export LEC_CHECK = 1
export CORE_UTILIZATION = 50
$ cat flow/constraint.sdc
current_design automaton

set clk_period 50.0
set clk_io_pct 0.2

create_clock -name clk0 -period $clk_period [get_ports {CLK}]

set non_clock_inputs [all_inputs -no_clocks]
set_input_delay [expr $clk_period * $clk_io_pct] -clock clk0 $non_clock_inputs
set_output_delay [expr $clk_period * $clk_io_pct] -clock clk0 [all_outputs]
$ cat flow/design.v
`timescale 1ns / 1ps
module automaton # (
    parameter SCREEN_WIDTH    = 1024,
    parameter SCREEN_HEIGHT   = 768,
    parameter BOARD_WIDTH     = 50,
    parameter BOARD_HEIGHT    = 38,
    parameter CELL_SIZE       = 20,
    parameter PIXEL_X_WIDTH   = 11,
    parameter PIXEL_Y_WIDTH   = 11,
    parameter CORD_X_WIDTH    = 6,
    parameter CORD_Y_WIDTH    = 6,
    parameter LR_SPACE        = (SCREEN_WIDTH - CELL_SIZE * BOARD_WIDTH) / 2,
    parameter UD_SPACE        = (SCREEN_HEIGHT - CELL_SIZE * BOARD_HEIGHT) / 2
    ) (
    input wire CLK,
    input wire i_rst,
    input wire i_cal_stb,      
    input wire i_clk_tick,      
    input wire [PIXEL_X_WIDTH-1:0] i_inq_x,
    input wire [PIXEL_Y_WIDTH-1:0] i_inq_y,
    input wire [PIXEL_X_WIDTH-1:0] i_sel_x,
    input wire [PIXEL_Y_WIDTH-1:0] i_sel_y,
    output wire o_sta
    );
    (* MAX_FANOUT = 50 *) reg [PIXEL_X_WIDTH-1:0] sel_x_fb1;
    (* MAX_FANOUT = 50 *) reg [PIXEL_Y_WIDTH-1:0] sel_y_fb1;
    (* MAX_FANOUT = 50 *) reg [PIXEL_X_WIDTH-1:0] inq_x_fb1;
    (* MAX_FANOUT = 50 *) reg [PIXEL_Y_WIDTH-1:0] inq_y_fb1;
    (* MAX_FANOUT = 50 *) reg [PIXEL_X_WIDTH-1:0] sel_x_fb2;
    (* MAX_FANOUT = 50 *) reg [PIXEL_Y_WIDTH-1:0] sel_y_fb2;
    (* MAX_FANOUT = 50 *) reg [PIXEL_X_WIDTH-1:0] inq_x_fb2;
    (* MAX_FANOUT = 50 *) reg [PIXEL_Y_WIDTH-1:0] inq_y_fb2;
    reg [CORD_X_WIDTH-1:0] sel_x_fb3;
    reg [CORD_Y_WIDTH-1:0] sel_y_fb3;
    reg [CORD_X_WIDTH-1:0] inq_x_fb3;
    reg [CORD_Y_WIDTH-1:0] inq_y_fb3;
    wire [0:BOARD_WIDTH*BOARD_HEIGHT-1] is_sel;
    wire [0:BOARD_WIDTH*BOARD_HEIGHT*2-1] cell_sta;
    wire [0:BOARD_WIDTH*BOARD_HEIGHT-1] lf_tp_i;  
    wire [0:BOARD_WIDTH*BOARD_HEIGHT-1] md_tp_i;
    wire [0:BOARD_WIDTH*BOARD_HEIGHT-1] rt_tp_i;
    wire [0:BOARD_WIDTH*BOARD_HEIGHT-1] lf_md_i;
    wire [0:BOARD_WIDTH*BOARD_HEIGHT-1] rt_md_i;
    wire [0:BOARD_WIDTH*BOARD_HEIGHT-1] lf_bt_i;
    wire [0:BOARD_WIDTH*BOARD_HEIGHT-1] md_bt_i;
    wire [0:BOARD_WIDTH*BOARD_HEIGHT-1] rt_bt_i;
    wire [0:BOARD_WIDTH*BOARD_HEIGHT-1] lf_tp_o;  
    wire [0:BOARD_WIDTH*BOARD_HEIGHT-1] md_tp_o;
    wire [0:BOARD_WIDTH*BOARD_HEIGHT-1] rt_tp_o;
    wire [0:BOARD_WIDTH*BOARD_HEIGHT-1] lf_md_o;
    wire [0:BOARD_WIDTH*BOARD_HEIGHT-1] rt_md_o;
    wire [0:BOARD_WIDTH*BOARD_HEIGHT-1] lf_bt_o;
    wire [0:BOARD_WIDTH*BOARD_HEIGHT-1] md_bt_o;
    wire [0:BOARD_WIDTH*BOARD_HEIGHT-1] rt_bt_o;
    always @ (posedge CLK)
    begin
        sel_x_fb1 <= i_sel_x;
        sel_y_fb1 <= i_sel_y;
        inq_x_fb1 <= i_inq_x;
        inq_y_fb1 <= i_inq_y;
        sel_x_fb2 <= sel_x_fb1 - LR_SPACE;
        sel_y_fb2 <= sel_y_fb1 - UD_SPACE;
        inq_x_fb2 <= inq_x_fb1 - LR_SPACE;
        inq_y_fb2 <= inq_y_fb1 - UD_SPACE;
        if(
            sel_x_fb2 >= 0 &&
            sel_x_fb2 <= CELL_SIZE * BOARD_WIDTH &&
            sel_y_fb2 >= 0 &&
            sel_y_fb2 <= CELL_SIZE * BOARD_HEIGHT
        )
        begin
            sel_x_fb3 <= sel_x_fb2 / CELL_SIZE;
            sel_y_fb3 <= sel_y_fb2 / CELL_SIZE;
        end
        else
        begin
            sel_x_fb3 <= 63;
            sel_y_fb3 <= 63;
        end
        if(
            inq_x_fb2 >= 0 &&
            inq_x_fb2 <= CELL_SIZE * BOARD_WIDTH &&
            inq_y_fb2 >= 0 &&
            inq_y_fb2 <= CELL_SIZE * BOARD_HEIGHT
        )
        begin
            inq_x_fb3 <= inq_x_fb2 / CELL_SIZE;
            inq_y_fb3 <= inq_y_fb2 / CELL_SIZE;
        end
        else
        begin
            inq_x_fb3 <= 63;
            inq_y_fb3 <= 63;
        end
    end
    genvar i, j;
    generate
        for(i = 0; i < BOARD_HEIGHT; i = i + 1)
        begin
            for(j = 0; j < BOARD_WIDTH; j = j + 1)
            begin
                assign is_sel[i*BOARD_WIDTH+j] = (sel_y_fb3 == i && sel_x_fb3 == j);
                cell_unit cell_ins (
                    .CLK(CLK),
                    .i_rst(i_rst),
                    .i_cal_stb(i_cal_stb),
                    .i_flip(i_clk_tick & is_sel[i*BOARD_WIDTH+j]),
                    .i_lf_tp(cell_sta[(i-1)*BOARD_WIDTH+j-1]),
                    .i_md_tp(cell_sta[(i-1)*BOARD_WIDTH+j]),
                    .i_rt_tp(cell_sta[(i-1)*BOARD_WIDTH+j+1]),
                    .i_lf_md(cell_sta[i*BOARD_WIDTH+j-1]),
                    .i_rt_md(cell_sta[i*BOARD_WIDTH+j+1]),
                    .i_lf_bt(cell_sta[(i+1)*BOARD_WIDTH+j-1]),
                    .i_md_bt(cell_sta[(i+1)*BOARD_WIDTH+j]),
                    .i_rt_bt(cell_sta[(i+1)*BOARD_WIDTH+j+1]),
                    .o_sta(cell_sta[i*BOARD_WIDTH+j])
                );
            end
        end
    endgenerate
    assign o_sta = cell_sta[inq_y_fb3*BOARD_WIDTH+inq_x_fb3];
endmodule
`timescale 1ns / 1ps
module cell_unit(
    input wire CLK,
    input wire i_rst,
    input wire i_cal_stb,
    input wire i_flip,     
    input wire i_lf_tp,
    input wire i_md_tp,
    input wire i_rt_tp,
    input wire i_lf_md,
    input wire i_rt_md,
    input wire i_lf_bt,
    input wire i_md_bt,
    input wire i_rt_bt,
    output wire o_sta
    );
    reg state;
    wire state_next;
    wire [3:0] sum;
    assign sum = i_lf_tp + 
                 i_md_tp + 
                 i_rt_tp + 
                 i_lf_md + 
                 i_rt_md + 
                 i_lf_bt + 
                 i_md_bt + 
                 i_rt_bt;
    assign state_next = (sum == 2 & state) | (sum == 3);
    always @ (posedge CLK or posedge i_rst)
    begin
        if(i_rst) state <= 0;
        else
        begin
            if(i_cal_stb) state <= state_next;
            else state <= i_flip ^ state;
        end
    end
    assign o_sta = state;
endmodule
==> impl_results.html <==
<h3>Run summary</h3>
<table>
<tr><th>Metric</th><th>Value</th></tr>
<tr><th colspan="2">Route</th></tr>
<tr><td>Detailed-route wire length per cell</td><td>21.5 um</td></tr>
<tr><td>Vias per inst</td><td>5.47</td></tr>
<tr><td>Number of nets still failing antenna checks after routing</td><td>0</td></tr>
<tr><td>Routed WL</td><td>1130000 um</td></tr>
<tr><td>Number of design rule violations left after detail routing</td><td>0</td></tr>
<tr><td>Violation tally from detailed-route iteration zero</td><td>12.6k</td></tr>
<tr><td>Vias post-DR</td><td>286k</td></tr>
<tr><td>Drt first pass iters</td><td>6</td></tr>
<tr><th colspan="2">Floorplan</th></tr>
<tr><td>Floorplan die height</td><td>910 um</td></tr>
<tr><td>Row count</td><td>333</td></tr>
<tr><td>Pre-Place Util</td><td>50.2%</td></tr>
<tr><td>Area of the core</td><td>822000 um2</td></tr>
<tr><td>I/O pin total</td><td>49</td></tr>
<tr><td>Die span in x</td><td>910 um</td></tr>
<tr><td>Full die area</td><td>828000 um2</td></tr>
<tr><th colspan="2">Global routing</th></tr>
<tr><td>Remaining global-route overflow</td><td>0</td></tr>
<tr><td>Gr usage total</td><td>30.5%</td></tr>
<tr><td>First-pass GRT wire length</td><td>1790000 um</td></tr>
<tr><td>Number of antenna violations at the first check in global routing</td><td>33</td></tr>
<tr><td>Number of global-route vias before repair</td><td>308k</td></tr>
<tr><td>Largest net degree at the start of global routing</td><td>148</td></tr>
<tr><th colspan="2">Logic synthesis</th></tr>
<tr><td>Synthesized cell area</td><td>412000 um2</td></tr>
<tr><td>Simple-gate share of the synthesized area</td><td>9.65%</td></tr>
<tr><td>Combinational family with the most area after synthesis</td><td>adder cells</td></tr>
<tr><td>Sequential share of the synthesized area</td><td>12.1%</td></tr>
<tr><td>Post-synth tally of flip-flops with integrated enable</td><td>0</td></tr>
<tr><td>Adder and majority gate portion of the synthesized area</td><td>51.7%</td></tr>
<tr><td>Async SR Flop Fraction</td><td>94.4%</td></tr>
<tr><td>Cells after synthesis</td><td>41.3k</td></tr>
<tr><td>Synthesized flop and latch total</td><td>2012</td></tr>
<tr><td>Total of warnings raised by yosys</td><td>2053</td></tr>
<tr><td>Area leader, netlist</td><td>fa_1</td></tr>
<tr><td>Yosys aoi share</td><td>5.67%</td></tr>
<tr><td>Cells in synth_stat.txt</td><td>41.3k</td></tr>
<tr><td>Ranking of synthesized cells by area</td><td>fa_1 35%, ha_1 17%, dfrtp_1 12%</td></tr>
<tr><td>Post-synth mux share</td><td>7.42%</td></tr>
<tr><td>Dominant register cell in the synthesized netlist</td><td>dfrtp_1</td></tr>
<tr><td>Synth unique cells</td><td>99</td></tr>
<tr><td>Max-area cell share</td><td>35.2%</td></tr>
<tr><td>Synthesized area per cell</td><td>9.98 um2</td></tr>
<tr><td>XOR/XNOR share of the synthesized area</td><td>4.15%</td></tr>
<tr><td>Summed standard-cell area reported by yosys</td><td>412000 um2</td></tr>
<tr><th colspan="2">Placed design</th></tr>
<tr><td>Number of port buffers</td><td>48</td></tr>
<tr><td>Final weighted congestion in routability-driven placement</td><td>0.928</td></tr>
<tr><td>Detail Placement HPWL</td><td>895000 um</td></tr>
<tr><th colspan="2">STA</th></tr>
<tr><td>Min Tclk post-route</td><td>19380 ps</td></tr>
<tr><td>Clock Skews</td><td>61.1 ps</td></tr>
<tr><td>Unrepaired setup endpoints after global routing</td><td>false</td></tr>
<tr><td>Worst-margin pin slew</td><td>1090 ps</td></tr>
<tr><td>Period utilisation layout</td><td>38.8%</td></tr>
<tr><td>Setup-failing EPs final</td><td>0</td></tr>
<tr><td>Hold violation total from the final report</td><td>0</td></tr>
<tr><td>F_max</td><td>51.6 MHz</td></tr>
<tr><td>Slew Limit Fails</td><td>0</td></tr>
<tr><td>Normalized max-slew margin</td><td>26.3%</td></tr>
<tr><td>Final total negative setup slack</td><td>0 ps</td></tr>
<tr><th colspan="2">Flow run</th></tr>
<tr><td>Tool warnings</td><td>40</td></tr>
<tr><td>Number of violations of the max-capacitance limit</td><td>0</td></tr>
<tr><th colspan="2">Power</th></tr>
<tr><td>Share of total power in the clock network</td><td>38.5%</td></tr>
<tr><td>Post-layout total power</td><td>6190 uW</td></tr>
<tr><td>Psw</td><td>2320 uW</td></tr>
<tr><td>Max IR drop VDD</td><td>0.0492 mV</td></tr>
<tr><td>Switching Share</td><td>37.5%</td></tr>
<tr><td>Cell Int Power</td><td>3870 uW</td></tr>
<tr><td>Logic pwr share</td><td>33.2%</td></tr>
<tr><td>Cell leakage power</td><td>0.175 uW</td></tr>
<tr><td>Sequential share of power</td><td>28.3%</td></tr>
<tr><td>Power Density</td><td>14.2 nW/um2</td></tr>
<tr><th colspan="2">Setup path</th></tr>
<tr><td>Cell repeated most along the worst path</td><td>buf_4</td></tr>
<tr><td>Startpoint type of the worst setup path</td><td>register</td></tr>
<tr><td>Arr. time, crit path</td><td>9380 ps</td></tr>
<tr><td>Category of the worst setup path capture point</td><td>primary output</td></tr>
<tr><td>Required time at the worst-slack endpoint</td><td>40000 ps</td></tr>
<tr><td>Combined buffer and inverter count along the critical path</td><td>8</td></tr>
<tr><td>Highest-delay cell along the critical path</td><td>mux4_2</td></tr>
<tr><td>Delay-heaviest family, CP</td><td>buffers and inverters</td></tr>
<tr><td>Crit path largest cell delay</td><td>670 ps</td></tr>
<tr><td>Critical path cell sequence</td><td>inv_1 -&gt; ha_4 -&gt; inv_1 -&gt; fa_4 -&gt; xor2_4 -&gt; buf_4 -&gt; buf_4 -&gt; buf_4 -&gt; buf_4 -&gt; mux4_2 -&gt; mux4_2 -&gt; mux4_2 -&gt; mux2i_1 -&gt; nor2_1 -&gt; a31oi_1 -&gt; o311ai_1 -&gt; buf_4 -&gt; clkdlybuf4s50_1</td></tr>
<tr><td>Type of the worst setup path</td><td>register to primary output</td></tr>
<tr><td>Max Fanout on Critical Path</td><td>21</td></tr>
<tr><th colspan="2">Clock network</th></tr>
<tr><td>Max Root-Sink Buffers</td><td>4</td></tr>
<tr><td>Clock tree root buffer cell</td><td>clkbuf_16</td></tr>
<tr><td>Late-Pin Clk Latency</td><td>1060 ps</td></tr>
<tr><td>Post-CTS setup-driven buffer insertion count</td><td>0</td></tr>
<tr><td>TritonCTS clock tree</td><td>built</td></tr>
<tr><td>Clock input transition at the sequential cells of the worst setup and hold paths</td><td>60 ps</td></tr>
<tr><td>Post-cts hold-fix buffer tally</td><td>0</td></tr>
<tr><td>Number of CTS-inserted buffers</td><td>324</td></tr>
<tr><td>Depth of the CTS H-tree</td><td>5</td></tr>
<tr><td>Total number of clock tree sinks</td><td>2012</td></tr>
<tr><td>Resized cells post-CTS</td><td>0</td></tr>
<tr><th colspan="2">Run status</th></tr>
<tr><td>Result of the run</td><td>completed</td></tr>
<tr><th colspan="2">Cells and area</th></tr>
<tr><td>Share of cells above drive strength 1</td><td>4.13%</td></tr>
<tr><td>Area growth from synthesis to layout</td><td>6.06%</td></tr>
<tr><th colspan="2">Min path</th></tr>
<tr><td>Classification of the worst-slack hold path</td><td>register to register</td></tr>
</table>
flip-flops by register name, summed over array words and instances (netlist names), 11 cells and up:
signal                          flops
inq_y_fb2                          11
sel_y_fb1                          11
sel_x_fb1                          11
inq_x_fb1                          11
genblk1.genblk1.cell_ins.state   1900
sel_y_fb2                          11
inq_x_fb2                          11
sel_x_fb2                          11
inq_y_fb1                          11
layer usage:
layer / wire (um) / GRT usage (%) / share of wire (%)
met1: 439000 / 42.1 / 39
met2: 524000 / 46.2 / 47
met3: 115000 / 13.2 / 10
met4: 46700 / 9.03 / 4.1
met5: 771 / 0.440 / 0.068
kinds of logic after synthesis:
| family | count (synthesis) |
|---|---|
| DFF | 2012 |
| AOI/OAI and AO/OA | 4190 |
| buffers and inverters | 10200 |
| muxes | 2271 |
| adders and majority gates | 12700 |
| and+or+nand+nor | 7989 |
| xor gates and xnor gates | 1955 |
cells in the mapped netlist, drive strengths merged, types with 35 or more instances:
cell       n
nor2b   1208
o22ai   1240
inv     9222
fa      7248
dfxtp    112
o21ai    688
nor3    1055
nor2    2128
clkbuf   756
mux2      52
mux4     623
buf      204
dfrtp   1900
ha      5439
nand3b   574
a21oi   1908
xnor2   1920
nand2b   810
xor2      35
nand3    740
mux2i   1596
a31oi    183
nand2   1378
through the flow:
| stage | cells | hold slack [ps] | util (%) | instance area [um2] | worst slack (ps) |
|---|---|---|---|---|---|
| after floorplan | 41300 | 310 | - | 412000 | 13630 |
| after global placement | 51700 | 313 | 51.9 | 427000 | 31460 |
| after detailed placement | 51700 | 312 | 51.9 | 427000 | 31540 |
| after CTS | 52300 | 323 | 53.2 | 437000 | 30330 |
| after global routing | 52300 | 327 | 53.2 | 437000 | 30190 |
| final | 52300 | 320 | 53.2 | 437000 | 30620 |
final timing paths:
kind / startpoint / endpoint / slack [ps] / cells after the start
max in group asynchronous: i_rst / genblk1[22].genblk1[16].cell_ins.state / 35660 / 9
hold / removal: inq_y_fb1[0] / inq_y_fb2[0] / 320 / 0
setup / recovery: inq_y_fb3[0] / o_sta / 30620 / 18
hold reg to reg: inq_y_fb1[0] / inq_y_fb2[0] / 320 / 0
setup reg to reg: inq_x_fb2[8] / inq_x_fb3[0] / 45030 / 14
min in group asynchronous: i_rst / genblk1[37].genblk1[18].cell_ins.state / 9330 / 2
power groups by stage:
stage                 clock [uW]  sequential (uW)  combinational [uW]
after CTS                   2450             1750                2080
after global routing        2500             1760                2350
final                       2380             1750                2060
layout by cell type, fill, tap and decap left out, drive strengths merged, types with 35 or more instances in the layout:
cell              n
inv            9235
fa             7248
ha             5439
nor2           2128
xnor2          1920
a21oi          1908
dfrtp          1900
mux2i          1596
nand2          1378
o22ai          1240
nor2b          1208
nor3           1055
nand2b          810
nand3           740
o21ai           688
mux4            623
nand3b          574
clkbuf          497
buf             415
a31oi           183
dfxtp           112
mux2             52
clkdlybuf4s50    46
clkinv           40
xor2             35
cell type report:
| type | count | area, um2 |
|---|---|---|
| diodes | 33 | 82.6 |
| clock buffers | 497 | 9720 |
| clock inverters | 69 | 768 |
| fillers | 70000 | 385000 |
| inverters | 9223 | 34600 |
| multi-input cells | 29100 | 325000 |
| flip-flops and latches | 2012 | 49800 |
| well taps | 10900 | 13600 |
| repair buffers | 461 | 3750 |
Power and IR drop assume default switching activity.
