===== design.v =====
`timescale 1ns / 1ps
module ps2_mouse(
    input wire CLK,
    input wire i_rst,
    inout wire io_ps2d,
    inout wire io_ps2c,
    output wire [2:0] o_btnm,
    output wire [8:0] o_x_move,
    output wire [8:0] o_y_move,
    output reg o_m_done_tick
    );
    localparam STRM = 8'hf4;     
    localparam [2:0] init_1 = 3'b000;
    localparam [2:0] init_2 = 3'b001;
    localparam [2:0] init_3 = 3'b010;
    localparam [2:0] pack_1 = 3'b011;
    localparam [2:0] pack_2 = 3'b100;
    localparam [2:0] pack_3 = 3'b101;
    localparam [2:0] pack_4 = 3'b110;
    localparam [2:0] done   = 3'b111;
    reg [2:0] state_reg;     
    reg [2:0] state_next;
    wire [7:0] rx_data;      
    reg [2:0] btn_reg;       
    reg [2:0] btn_next;
    reg [8:0] x_reg;         
    reg [8:0] x_next;
    reg [8:0] y_reg;         
    reg [8:0] y_next;
    reg w_ena;               
    wire tx_idle;            
    wire rx_done_tick;       
    wire tx_done_tick;       
    ps2_rx ps2_rx_unit (
        .CLK(CLK),
        .i_rst(i_rst),
        .i_ena(tx_idle),
        .i_ps2d(io_ps2d),
        .i_ps2c(io_ps2c),
        .o_rx_done_tick(rx_done_tick),
        .o_data(rx_data)
    );
    ps2_tx ps2_tx_unit (
        .CLK(CLK),
        .i_rst(i_rst),
        .i_ena(w_ena),
        .i_data(STRM),
        .io_ps2d(io_ps2d),
        .io_ps2c(io_ps2c),
        .o_tx_idle(tx_idle),
        .o_tx_done_tick(tx_done_tick)
    );
    always @ (posedge CLK or posedge i_rst)
    begin
        if(i_rst)
        begin
            state_reg <= init_1;
            btn_reg <= 0;
            x_reg <= 0;
            y_reg <= 0;
        end
        else
        begin
            state_reg <= state_next;
            btn_reg <= btn_next;
            x_reg <= x_next;
            y_reg <= y_next;
        end
    end
    always @ *
    begin
        state_next = state_reg;
        w_ena = 1'b0;
        o_m_done_tick = 1'b0;
        btn_next = btn_reg;
        x_next = x_reg;
        y_next = y_reg;
        case(state_reg)
            init_1:      
            begin
                w_ena <= 1'b1;
                state_next = init_2;
            end
            init_2:
            begin        
                if(tx_done_tick)
                    state_next = init_3;
            end
            init_3:      
            begin
                if(rx_done_tick)
                    state_next = pack_1;
            end
            pack_1:      
            begin
                if(rx_done_tick)
                begin
                    state_next = pack_2;
                    btn_next = rx_data[2:0];     
                    x_next[8] = rx_data[4];      
                    y_next[8] = rx_data[5];      
                end
            end
            pack_2:      
            begin
                if(rx_done_tick)
                begin
                    state_next = pack_3;
                    x_next[7:0] = rx_data; 
                end
            end
            pack_3:      
            begin
                if(rx_done_tick)
                begin
                    state_next = done;
                    y_next[7:0] = rx_data;
                end
            end
            done:        
            begin
                o_m_done_tick = 1'b1;
                state_next = pack_1;
            end
        endcase
    end
    assign o_btnm = btn_reg;
    assign o_x_move = x_reg;
    assign o_y_move = y_reg;
endmodule
`timescale 1ns / 1ps
module ps2_rx(
    input wire CLK,
    input wire i_rst,
    input wire i_ps2d,
    input wire i_ps2c,
    input wire i_ena,
    output reg o_rx_done_tick,
    output wire [7:0] o_data
    );
    localparam [1:0] idle = 2'b00;
    localparam [1:0] dps  = 2'b01;
    localparam [1:0] load = 2'b10;
    reg [1:0] state_reg;     
    reg [1:0] state_next;
    reg [7:0] filter_reg;    
    wire [7:0] filter_next;
    reg f_ps2c_reg;          
    wire f_ps2c_next;
    reg [3:0] cnt_reg;       
    reg [3:0] cnt_next;
    reg [10:0] data_reg;     
    reg [10:0] data_next;
    wire is_fall;            
    always @ (posedge CLK or posedge i_rst)
    begin
        if(i_rst)
        begin
            filter_reg <= 0;
            f_ps2c_reg <= 0;
        end
        else
        begin
            filter_reg <= filter_next;
            f_ps2c_reg <= f_ps2c_next;
        end
    end
    assign filter_next = {i_ps2c, filter_reg[7:1]};
    assign f_ps2c_next = (filter_reg == 8'b1111_1111) ? 1'b1 :
                         (filter_reg == 7'b0000_0000) ? 1'b0 :
                         f_ps2c_reg;
    assign is_fall = f_ps2c_reg & ~f_ps2c_next;
    always @ (posedge CLK, posedge i_rst)
    begin
        if(i_rst)
        begin
            state_reg <= idle;
            cnt_reg <= 0;
            data_reg <= 0;
        end
        else
        begin
            state_reg <= state_next;
            cnt_reg <= cnt_next;
            data_reg <= data_next;
        end
    end
    always @ *
    begin
        state_next = state_reg;
        o_rx_done_tick = 1'b0;
        cnt_next = cnt_reg;
        data_next = data_reg;
        case(state_reg)
            idle:    
            begin
                if(is_fall && i_ena)
                begin
                    data_next = {i_ps2d, data_reg[10:1]};
                    cnt_next = 4'b1001;
                    state_next = dps;
                end
            end
            dps:     
            begin
                if(is_fall)
                begin
                    data_next = {i_ps2d, data_reg[10:1]};    
                    if(cnt_reg == 0) state_next = load;
                    else cnt_next = cnt_next - 1;
                end
            end
            load:    
            begin
                state_next = idle;
                o_rx_done_tick = 1'b1;
            end
        endcase
    end
    assign o_data = data_reg[8:1];
endmodule
`timescale 1ns / 1ps
module ps2_tx(
    input wire CLK,
    input wire i_rst,
    input wire i_ena,
    input [7:0] i_data,
    inout wire io_ps2d,
    inout wire io_ps2c,
    output reg o_tx_idle,
    output reg o_tx_done_tick
    );
    localparam [2:0] idle  = 3'b000;
    localparam [2:0] rts   = 3'b001;
    localparam [2:0] start = 3'b010;
    localparam [2:0] write = 3'b011;
    localparam [2:0] stop  = 3'b100;
    reg [2:0] state_reg;     
    reg [7:0] state_next;
    reg [7:0] filter_reg;    
    wire [7:0] filter_next;
    reg f_ps2c_reg;          
    wire f_ps2c_next;
    reg [12:0] hold_reg;     
    reg [12:0] hold_next;
    reg [3:0] cnt_reg;       
    reg [3:0] cnt_next;
    reg [8:0] data_reg;      
    reg [8:0] data_next;
    wire par;                
    wire is_fall;            
    reg ps2c_reg;            
    reg ps2d_reg;            
    reg tri_c;               
    reg tri_d;
    always @ (posedge CLK or posedge i_rst)
    begin
        if(i_rst)
        begin
            filter_reg <= 0;
            f_ps2c_reg <= 0;
        end
        else
        begin
            filter_reg <= filter_next;
            f_ps2c_reg <= f_ps2c_next;
        end
    end
    assign filter_next = {io_ps2c, filter_reg[7:1]};
    assign f_ps2c_next = (filter_reg == 8'b1111_1111) ? 1'b1 :
                         (filter_reg == 8'b0000_0000) ? 1'b0 :
                         f_ps2c_reg;
    assign is_fall = f_ps2c_reg & ~f_ps2c_next;
    always @ (posedge CLK, posedge i_rst)
    begin
        if(i_rst)
        begin
            state_reg <= idle;
            hold_reg <= 0;
            cnt_reg <= 0;
            data_reg <= 0;
        end
        else
        begin
            state_reg <= state_next;
            hold_reg <= hold_next;
            cnt_reg <= cnt_next;
            data_reg <= data_next;
        end
    end
    assign par = ~(^i_data);
    always @ *
    begin
        state_next = state_reg;
        hold_next = hold_reg;
        cnt_next = cnt_reg;
        data_next = data_reg;
        o_tx_done_tick = 1'b0;
        ps2c_reg = 1'b1;
        ps2d_reg = 1'b1;
        tri_c = 1'b0;
        tri_d = 1'b0;
        o_tx_idle = 1'b0;
        case(state_reg)
            idle:    
            begin
                o_tx_idle = 1'b1;
                if(i_ena)
                begin
                    data_next = {par, i_data};
                    hold_next = 13'h1fff;    
                    state_next = rts;
                end
            end
            rts:     
            begin
                ps2c_reg = 1'b0;
                tri_c = 1'b1;
                hold_next = hold_next - 1;
                if(hold_reg == 0) state_next = start;
            end
            start:   
            begin
                ps2d_reg = 1'b0;
                tri_d = 1'b1;
                if(is_fall)
                begin
                    cnt_next = 4'h8;
                    state_next = write;
                end
            end
            write:   
            begin
                ps2d_reg = data_reg[0];
                tri_d = 1'b1;
                if(is_fall)
                begin
                    data_next = {1'b0, data_reg[8:1]};
                    if(cnt_reg == 0) state_next = stop;
                    else cnt_next = cnt_reg - 1;
                end
            end
            stop:    
            begin
                if(is_fall)
                begin
                    state_next = idle;
                    o_tx_done_tick = 1'b1;
                end
            end
        endcase
    end
    assign io_ps2c = (tri_c) ? ps2c_reg : 1'bz;
    assign io_ps2d = (tri_d) ? ps2d_reg : 1'bz;
endmodule

===== run.sh =====
#!/bin/bash
# OpenROAD 26Q1-2900-gdf79404cd8, Yosys 0.63+post, stock flow scripts
make -C /OpenROAD-flow-scripts/flow DESIGN_CONFIG=/design/flow/config.mk WORK_HOME=/design/flow/orfs finish

===== config.mk =====
export PLATFORM = sky130hd
export DESIGN_NAME = ps2_mouse
export DESIGN_NICKNAME = ps2_mouse
export VERILOG_FILES = /design/flow/design.v
export SDC_FILE = /design/flow/constraint.sdc
export NUM_CORES = 4
export LEC_CHECK = 1
export CORE_UTILIZATION = 30

===== constraint.sdc =====
current_design ps2_mouse

set clk_period 5.0
set clk_io_pct 0.2

create_clock -name clk0 -period $clk_period [get_ports {CLK}]

set non_clock_inputs [all_inputs -no_clocks]
set_input_delay [expr $clk_period * $clk_io_pct] -clock clk0 $non_clock_inputs
set_output_delay [expr $clk_period * $clk_io_pct] -clock clk0 [all_outputs]

==> reports/qor.txt <==
Status -> did not finish
Last stage -> 4_1_cts
Stop err -> [error] [KeplerFormal.cpp:679] Workflow failed: Iso has multiple drivers: .io_ps2d0, _337_.X0
Synth async-reset ratio -> 1.00
Post-CTS setup buffer count -> 0
Avg Inst Size Synth -> 11.9 um2
Mapped Area -> 3620 um2
Clk sinks -> 83
Synth Seq Share -> 0.574
Dominant flop cell -> dfrtp_1
CTS Hold Buffers Added -> 0
Max Buffers Root-to-Sink -> 2
Flip-flops with a built-in enable -> 0
Chip Area, Yosys -> 3620 um2
Placed Area -> 4000 um2
Flops after synth -> 83
Inserted Clock Buffers -> 9
Row cnt -> 39
Placed Cells -> 462
Post-DP HPWL -> 4120 um
Die H -> 112 um
Top-area cell share -> 0.560
CTS resizes -> 0
Cell area leaders -> dfrtp_1, mux2_2, nand2_1, o21ai_0, inv_1
IO Pins -> 26
Initial Util -> 0.313
Yosys stat cell total -> 305
CTS H-tree depth -> 3
YS warnings -> 5
Netlist cell types -> 53
Area leader, netlist -> dfrtp_1
Die width -> 112 um
GPL Wtd Cong -> 0.741
Root cell of the clock tree -> clkbuf_16
Cells after Synth -> 305
I/O Buffers -> 23
## stage by stage
step                      setup WS, ns  hold slack [ns]
after floorplan                   1.87            0.417
after global placement            2.55            0.434
after detailed placement          2.53            0.441
## cell families after synthesis
family                     count (synthesis)  share of synthesized area
other                                      1                    0.00104
muxes                                     36                      0.110
buffers and inverters                     27                     0.0294
and+or+nand+nor                           96                      0.156
DFF                                       83                      0.574
adders and majority gates                  5                     0.0173
xor gates and xnor gates                   5                     0.0121
AOI/OAI and AO/OA                         52                     0.0996
## Yosys cell counts (all sizes together) (2+ instances only)
| cell type | instances |
|---|---|
| dfrtp | 81 |
| mux2 | 31 |
| nand2 | 27 |
| o21ai | 19 |
| inv | 17 |
| nand3 | 11 |
| nor2 | 11 |
| nor3 | 8 |
| a21o | 7 |
| a21oi | 5 |
| buf | 5 |
| clkbuf | 5 |
| ha | 5 |
| mux2i | 5 |
| nor2b | 5 |
| nand4b | 4 |
| o31ai | 4 |
| or3 | 4 |
| or4 | 4 |
| xor2 | 4 |
| nand2b | 3 |
| nand4 | 3 |
| nor4 | 3 |
| a211oi | 2 |
| a41oi | 2 |
| dfstp | 2 |
| nand3b | 2 |
| nor3b | 2 |
| o211ai | 2 |
| o22ai | 2 |
